## flow/run.sh

```bash
#!/bin/bash
# OpenROAD 26Q1-2900-gdf79404cd8, Yosys 0.63+post, stock flow scripts
make -C /OpenROAD-flow-scripts/flow DESIGN_CONFIG=/design/flow/config.mk WORK_HOME=/design/flow/orfs finish
```

## flow/config.mk

```make
export PLATFORM = sky130hd
export DESIGN_NAME = nr_mcu
export DESIGN_NICKNAME = nr_mcu
export VERILOG_FILES = /design/flow/design.v
export SDC_FILE = /design/flow/constraint.sdc
export NUM_CORES = 4
export LEC_CHECK = 1
export CORE_UTILIZATION = 40
```

## flow/constraint.sdc

```tcl
current_design nr_mcu

set clk_period 25.6
set clk_io_pct 0.2

create_clock -name clk0 -period $clk_period [get_ports {clk}]

set non_clock_inputs [all_inputs -no_clocks]
set_input_delay [expr $clk_period * $clk_io_pct] -clock clk0 $non_clock_inputs
set_output_delay [expr $clk_period * $clk_io_pct] -clock clk0 [all_outputs]
```

## flow/design.v

```verilog
module nr_mcu(clk, enable, code_addr, code_din, emif_addr, emif_wr_n, emif_rd_n, emif_din, emif_dout);
   parameter        INTER_NUM = 32;
   parameter        INTER_NUM_2 = 5;
   input            clk;
   input            enable;
   output [15:0]    code_addr;
   input [39:0]     code_din;
   output [31:0]    emif_addr;
   reg [31:0]       emif_addr;
   output           emif_wr_n;
   reg              emif_wr_n;
   output           emif_rd_n;
   reg              emif_rd_n;
   output [31:0]    emif_din;
   reg [31:0]       emif_din;
   input [31:0]     emif_dout;
   localparam [7:0]  EMIF_RD_CODE = 8'h01;
   localparam [7:0]  EMIF_WR_CODE = 8'h02;
   localparam [7:0]  JUMP_GO_CODE = 8'h11;
   localparam [7:0]  JUMP_EQ_CODE = 8'h12;
   localparam [7:0]  JUMP_NQ_CODE = 8'h13;
   localparam [7:0]  INTER_RD_CODE = 8'h21;
   localparam [7:0]  INTER_WR_CODE = 8'h22;
   localparam [7:0]  SET_R0_CODE = 8'h23;
   localparam [7:0]  ADD_R0_CODE = 8'h31;
   localparam [7:0]  AND_R0_CODE = 8'h32;
   localparam [7:0]  OR_R0_CODE = 8'h33;
   localparam [7:0]  XOR_R0_CODE = 8'h34;
   localparam [7:0]  SHL_R0_CODE = 8'h35;
   localparam [7:0]  SHR_R0_CODE = 8'h36;
   localparam [7:0]  SHL4_R0_CODE = 8'h37;
   localparam [7:0]  SHR4_R0_CODE = 8'h38;
   localparam [7:0]  DELAY_CODE = 8'h41;
   localparam [7:0]  CALLON_CODE = 8'h51;
   localparam [7:0]  CALLBK_CODE = 8'h52;
   localparam [4:0]  c_idle = 0,
                    c_code = 1,
                    c_read = 2,
                    c_write = 3,
                    c_jump = 4,
                    c_jumpe = 5,
                    c_jumpn = 6,
                    c_callon = 7,
                    c_callbk = 8,
                    c_iread = 9,
                    c_iwrite = 10,
                    c_setR0 = 11,
                    c_addR0 = 12,
                    c_andR0 = 13,
                    c_orR0 = 14,
                    c_xorR0 = 15,
                    c_shl = 16,
                    c_shr = 17,
                    c_shl4 = 18,
                    c_shr4 = 19,
                    c_delay = 20,
                    c_opt1 = 21,
                    c_err = 22;
   reg [4:0]        c_state;
   reg [1:0]        code_cnt;
   reg [7:0]        code_opt;
   reg [31:0]       code_data;
   reg [31:0]       inter_reg[INTER_NUM-1:0];
   reg [31:0]       inter_R0;
   reg [3:0]        emif_read_cnt;
   reg [3:0]        emif_wr_cnt;
   reg [15:0]       code_addr_i;
   reg [15:0]       code_addr_bk1;
   reg [15:0]       code_addr_bk2;
   reg [15:0]       code_addr_bk3;
   reg [15:0]       code_addr_bk4;
   reg [31:0]       delay_cnt;
   always @(posedge clk)
      begin
         if (enable == 1'b0)
            c_state <= c_idle;
         else
            case (c_state)
               (c_idle) :
                  c_state <= c_code;
               (c_code) :
                  if (code_cnt == 2'b11)
                  begin
                     if (code_opt == EMIF_RD_CODE)
                        c_state <= c_read;
                     else if (code_opt == EMIF_WR_CODE)
                        c_state <= c_write;
                     else if (code_opt == JUMP_GO_CODE)
                        c_state <= c_jump;
                     else if (code_opt == JUMP_EQ_CODE)
                        c_state <= c_jumpe;
                     else if (code_opt == JUMP_NQ_CODE)
                        c_state <= c_jumpn;
                     else if (code_opt == CALLON_CODE)
                        c_state <= c_callon;
                     else if (code_opt == CALLBK_CODE)
                        c_state <= c_callbk;
                     else if (code_opt == INTER_RD_CODE)
                        c_state <= c_iread;
                     else if (code_opt == INTER_WR_CODE)
                        c_state <= c_iwrite;
                     else if (code_opt == SET_R0_CODE)
                        c_state <= c_setR0;
                     else if (code_opt == ADD_R0_CODE)
                        c_state <= c_addR0;
                     else if (code_opt == AND_R0_CODE)
                        c_state <= c_andR0;
                     else if (code_opt == OR_R0_CODE)
                        c_state <= c_orR0;
                     else if (code_opt == XOR_R0_CODE)
                        c_state <= c_xorR0;
                     else if (code_opt == SHL_R0_CODE)
                        c_state <= c_shl;
                     else if (code_opt == SHR_R0_CODE)
                        c_state <= c_shr;
                     else if (code_opt == SHL4_R0_CODE)
                        c_state <= c_shl4;
                     else if (code_opt == SHR4_R0_CODE)
                        c_state <= c_shr4;
                     else if (code_opt == DELAY_CODE)
                        c_state <= c_delay;
                     else
                        c_state <= c_err;
                  end
               (c_read) :
                  if (emif_read_cnt == 4'h9)
                     c_state <= c_opt1;
               (c_write) :
                  if (emif_wr_cnt == 4'h5)
                     c_state <= c_opt1;
               (c_jump) :
                  c_state <= c_idle;
               (c_jumpe) :
                  c_state <= c_idle;
               (c_jumpn) :
                  c_state <= c_idle;
               (c_callon) :
                  c_state <= c_idle;
               (c_callbk) :
                  c_state <= c_idle;
               (c_iread) :
                  c_state <= c_opt1;
               (c_iwrite) :
                  c_state <= c_opt1;
               (c_setR0) :
                  c_state <= c_opt1;
               (c_addR0) :
                  c_state <= c_opt1;
               (c_andR0) :
                  c_state <= c_opt1;
               (c_orR0) :
                  c_state <= c_opt1;
               (c_xorR0) :
                  c_state <= c_opt1;
               (c_shl) :
                  c_state <= c_opt1;
               (c_shr) :
                  c_state <= c_opt1;
               (c_shl4) :
                  c_state <= c_opt1;
               (c_shr4) :
                  c_state <= c_opt1;
               (c_delay) :
                  if (delay_cnt == code_data)
                     c_state <= c_opt1;
               (c_opt1) :
                  c_state <= c_idle;
               (c_err) :
                  c_state <= c_err;
               default :
                  c_state <= c_idle;
            endcase
      end
   always @(posedge clk)
      begin
         if (c_state == c_code)
            code_cnt <= code_cnt + 1'b1;
         else
            code_cnt <= {2{1'b0}};
         if (c_state == c_read)
            emif_read_cnt <= emif_read_cnt + 1'b1;
         else
            emif_read_cnt <= {4{1'b0}};
         if (c_state == c_write)
            emif_wr_cnt <= emif_wr_cnt + 1'b1;
         else
            emif_wr_cnt <= {4{1'b0}};
         if (c_state == c_delay)
            delay_cnt <= delay_cnt + 1'b1;
         else
            delay_cnt <= {32{1'b0}};
      end
   always @(posedge clk)
      begin
         if ((c_state == c_code) & (code_cnt == 2'b10))
         begin
            code_opt <= code_din[39:32];
            code_data <= code_din[31:0];
         end
      end
   always @(posedge clk)
      begin
         if (c_state == c_read)
         begin
            if (emif_read_cnt == 4'h0)
            begin
               emif_addr <= code_data;
               emif_wr_n <= 1'b1;
               emif_rd_n <= 1'b1;
               emif_din <= {32{1'b0}};
            end
            else if (emif_read_cnt == 4'h1)
               emif_rd_n <= 1'b0;
            else if (emif_read_cnt == 4'h9)
               emif_rd_n <= 1'b1;
         end
         else if (c_state == c_write)
         begin
            if (emif_wr_cnt == 4'h0)
            begin
               emif_addr <= code_data;
               emif_wr_n <= 1'b1;
               emif_rd_n <= 1'b1;
               emif_din <= inter_R0;
            end
            else if (emif_wr_cnt == 4'h4)
               emif_wr_n <= 1'b0;
            else if (emif_wr_cnt == 4'h5)
               emif_wr_n <= 1'b1;
         end
         else
         begin
            emif_addr <= {32{1'b0}};
            emif_wr_n <= 1'b1;
            emif_rd_n <= 1'b1;
            emif_din <= {32{1'b0}};
         end
      end
   always @(posedge clk)
      begin
         if ((c_state == c_read) & (emif_read_cnt == 4'h9))
            inter_R0 <= emif_dout;
         else if (c_state == c_iread)
            inter_R0 <= inter_reg[(code_data[INTER_NUM_2 - 1:0])];
         else if (c_state == c_setR0)
            inter_R0 <= code_data;
         else if (c_state == c_addR0)
            inter_R0 <= inter_reg[(code_data[INTER_NUM_2 - 1:0])] + inter_R0;
         else if (c_state == c_andR0)
            inter_R0 <= {32{inter_reg[(code_data[INTER_NUM_2 - 1:0])]}} & inter_R0;
         else if (c_state == c_orR0)
            inter_R0 <= {32{inter_reg[(code_data[INTER_NUM_2 - 1:0])]}} | inter_R0;
         else if (c_state == c_xorR0)
            inter_R0 <= {32{inter_reg[(code_data[INTER_NUM_2 - 1:0])]}} ^ inter_R0;
         else if (c_state == c_shl)
            inter_R0 <= {inter_R0[30:0], 1'b0};
         else if (c_state == c_shr)
            inter_R0 <= {1'b0, inter_R0[31:1]};
         else if (c_state == c_shl4)
            inter_R0 <= {inter_R0[27:0], 4'b0000};
         else if (c_state == c_shr4)
            inter_R0 <= {4'b0000, inter_R0[31:4]};
      end
   always @(posedge clk)
      begin
         if (c_state == c_iwrite)
            inter_reg[(code_data[INTER_NUM_2 - 1:0])] <= inter_R0;
      end
   always @(posedge clk)
      begin
         if (enable == 1'b0)
            code_addr_i <= {16{1'b0}};
         else if (c_state == c_opt1)
            code_addr_i <= code_addr_i + 1'b1;
         else if (c_state == c_jump)
            code_addr_i <= code_data[15:0];
         else if (c_state == c_jumpe)
         begin
            if (inter_R0 == 32'h00000000)
               code_addr_i <= code_data[15:0];
            else
               code_addr_i <= code_addr_i + 1'b1;
         end
         else if (c_state == c_jumpn)
         begin
            if (inter_R0 != 32'h00000000)
               code_addr_i <= code_data[15:0];
            else
               code_addr_i <= code_addr_i + 1'b1;
         end
         else if (c_state == c_callon)
         begin
            code_addr_i <= code_data[15:0];
            code_addr_bk1 <= code_addr_i + 1'b1;
            code_addr_bk2 <= code_addr_bk1;
            code_addr_bk3 <= code_addr_bk2;
            code_addr_bk4 <= code_addr_bk3;
         end
         else if (c_state == c_callbk)
         begin
            code_addr_i <= code_addr_bk1;
            code_addr_bk1 <= code_addr_bk2;
            code_addr_bk2 <= code_addr_bk3;
            code_addr_bk3 <= code_addr_bk4;
         end
      end
   assign code_addr = code_addr_i;
endmodule
```

==> qor.txt <==
run status = completed
area leader, netlist = edfxtp_1
final period utilization = 29.8%
Crit path arrival time = 8.18 ns
endpoints failing hold = 0
vias in the first global route = 33,200
number of enable flip-flop cells = 1,226
metal1 wirelength = 58.2 mm
reg-to-reg endpoint = inter_R0[29]$_DFFE_PP_
CTS resizes = 0
row cnt = 136
CTS tree = yes
Mux area share = 14.3%
reg2reg path depth = 14
ys flop type = edfxtp_1
Crit. End Element = flip-flop
ys cells = 3,341
dpl hpwl = 96.4 mm
Root Driver = clkbuf_16
Synth cell types = 83
area share of fa/ha/maj cells after synthesis = 1.69%
setup violators final = 0
count of input and output buffers = 155
GRT overflow = 0
top routing layer in use = met5
tool warning count = 63
CP Max Fanout = 36
first-pass GRT wire length = 231 mm
Mapped Area = 56,100 um^2
layout cells sized above 1 = 20.0%
Synth Area per Inst = 16.8 um^2
total power = 4.38 mW
Hold Path Class = reg2reg
initial antenna violation count = 4
setup TNS = 0 ns
PD cells = 67.7 nW/um^2
LEAKAGE = 20.7 nW
DR iter-0 viols = 2,662
Post-Route WL = 160 mm
drt pass-1 iters = 5
Num Clock Sinks = 1,311
max_cap viols = 0
Residual DRC = 0
routed len/inst = 28.8 um
Insertion Delay late pin = 0.78 ns
die width = 376 um
Yosys top cell area share = 65.7%
fp util = 40.6%
Flop area = 38,500 um^2
routability congestion estimate = 0.975
most common cell in the netlist = edfxtp_1
Core Area = 138,000 um^2
CP Launch Type = flip-flop
Final Skew = 0.0375 ns
RSZ-0062 raised after global routing = false
Synth area leaders = edfxtp_1 66%, mux4_2 12%, dfxtp_1 3.0%
# fillers = 11,600
die height = 376 um
metal2 WL = 71.5 mm
Slew HR = 23.0%
post-layout min period = 7.63 ns
register area share after synthesis = 68.7%
area delta synth->final = 15.4%
Worst-path clk slew = 0.06 ns
via count = 31,500
met3 wire length = 26.2 mm
worst reg-to-reg setup slack = 17.97 ns
largest net degree at the start of global routing = 90
Basic Gates by Area = 5.39%
worst endpoint required time = 26.15 ns
Post-Synthesis Cells = 3,341
top cells by count, synth = 1,226 x edfxtp_1, 289 x mux4_2, 189 x nor2_1, 145 x a21oi_1, 134 x nand2_1
Num CTS Buffers = 137
Main logic family = multiplexers
Yosys reg bits = 1,311
GRT Util Overall = 24.8%
Setup Crit Path Kind = reg2reg
aoi share = 5.98%
Yosys Warn Count = 1
Peak Freq = 131 MHz
xor+xnor area frac = 1.56%
Synth async-reset ratio = 0%
hold-fix buffers at CTS = 0
antenna-violating nets left = 0
worst slew pin tran = 1.14 ns
YS chip area = 56,100 um^2
max FFs per register = 1,024
H-tree depth = 4
area occupied by multi-input gates = 16,500 um^2
CP endpoint = inter_R0[29]$_DFFE_PP_
Via density = 5.68
clk buf depth = 3
hold depth = 0
IO Count = 156
Max IR drop VDD = 52.7 uV
Slew Limit Fails = 0
chip area = 142,000 um^2
post-CTS setup buffer count = 0
worst max-delay path, stage by stage, from the launching register on:
cell       delay, ns
dfxtp_4         0.77
buf_4           0.64
buf_4           0.71
buf_4           0.69
mux4_2          0.60
mux4_2          0.47
mux2i_1         0.65
ha_1            0.37
nand2_1         0.23
or4_1           0.60
a211oi_1        0.57
o21ai_0         0.34
nand2b_1        0.18
mux2i_1         0.08
a2111oi_0       0.41
cells by family after synthesis:
| group | Yosys count |
|---|---|
| AND/OR/NAND/NOR | 614 |
| XOR/XNOR | 100 |
| buffers and inverters | 308 |
| AND-OR/OR-AND | 500 |
| multiplexers | 433 |
| adder cells (fa/ha/maj) | 75 |
| flip-flops | 1311 |
cell usage in the layout, fill, tap and decap left out, drive strengths merged, types with 16 or more instances in the layout:
cell	instances
mux2i	78
and2	52
buf	124
nor2	189
nand3	37
a21oi	145
dfxtp	85
a221oi	26
ha	74
clkinv	48
nor3	19
xor2	31
o21ai	106
a211oi	29
nor2b	59
mux2	66
nand4	28
clkdlybuf4s50	155
and3	19
nand2b	16
a221o	20
nor4	16
a22oi	29
mux4	289
o211ai	25
edfxtp	1226
nand2	134
xnor2	69
inv	133
clkbuf	176
where the power goes:
group          switching (mW)  internal (mW)
logic                  0.0624         0.0551
clock network           0.814           1.14
registers             0.00516           2.31
total                   0.882           3.50
per-layer routing:
layer	track usage, %	vias up
li1	-	13700
met1	33.8	15700
met2	34.6	1861
met3	17.2	218
met4	5.05	2
met5	0.343	-
stage by stage:
stage | hold WS (ns) | std cells | utilization, % | setup slack (ns) | cell area [um^2]
floorplan | 0.418 | 3341 | - | 18.31 | 56100
global placement | 0.425 | 5303 | 43.7 | 18.14 | 60400
detailed placement | 0.432 | 5303 | 43.7 | 18.04 | 60400
CTS | 0.443 | 5545 | 46.8 | 17.99 | 64700
global route | 0.447 | 5546 | 46.8 | 17.50 | 64700
finish | 0.440 | 5547 | 46.8 | 17.97 | 64700
worst min path at each step:
stage,slack (ns),startpoint,endpoint
final,0.44,code_addr_bk3[12]$_DFFE_PP_,code_addr_bk4[12]$_DFFE_PP_
after CTS,0.44,code_addr_bk3[12]$_DFFE_PP_,code_addr_bk4[12]$_DFFE_PP_
after global routing,0.45,code_addr_bk3[12]$_DFFE_PP_,code_addr_bk4[12]$_DFFE_PP_
area by class of cell:
type                            count  share of cell area (%)
Multi-Input combinational cell   1722                    25.5
Timing Repair Buffer              279                    3.87
Clock buffer                      176                    5.69
Sequential cell                  1311                    59.6
Inverter                          128                   0.743
Tap cell                         1863                    3.60
Antenna cell                        2                 0.00773
Clock inverter                     66                    1.04
No activity file was given, so power comes from the tool's default toggle rates.
